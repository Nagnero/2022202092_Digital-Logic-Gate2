==> flow/design.v <==
module cla32(a, b, ci, s, co);
	input [31:0] a, b;
	input ci;
	output [31:0] s;
	output co;
	wire [6:0] c;
	cla4 U0_cla4(.a(a[3:0]), .b(b[3:0]), .ci(ci), .s(s[3:0]), .co(c[0]));
	cla4 U1_cla4(.a(a[7:4]), .b(b[7:4]), .ci(c[0]), .s(s[7:4]), .co(c[1]));
	cla4 U2_cla4(.a(a[11:8]), .b(b[11:8]), .ci(c[1]), .s(s[11:8]), .co(c[2]));
	cla4 U3_cla4(.a(a[15:12]), .b(b[15:12]), .ci(c[2]), .s(s[15:12]), .co(c[3]));
	cla4 U4_cla4(.a(a[19:16]), .b(b[19:16]), .ci(c[3]), .s(s[19:16]), .co(c[4]));
	cla4 U5_cla4(.a(a[23:20]), .b(b[23:20]), .ci(c[4]), .s(s[23:20]), .co(c[5]));
	cla4 U6_cla4(.a(a[27:24]), .b(b[27:24]), .ci(c[5]), .s(s[27:24]), .co(c[6]));
	cla4 U7_cla4(.a(a[31:28]), .b(b[31:28]), .ci(c[6]), .s(s[31:28]), .co(co));
endmodule
module cla_clk(clk, a, b, ci, s, co);
	input clk;
	input [31:0] a, b;
	input ci;
	output [31:0] s;
	output co;
	reg [31:0] reg_a, reg_b;
	reg reg_ci;
	reg [31:0] reg_s;
	reg reg_co;
	wire [31:0] wire_s;
	wire wire_co;
	always @ (posedge clk)
	begin
		reg_a <= a;
		reg_b <= b;
		reg_ci <= ci;
		reg_s <= wire_s;
		reg_co <= wire_co;
	end
	cla32 U0_cla32(.a(reg_a), .b(reg_b), .ci(reg_ci), .s(wire_s), .co(wire_co));
	assign s = reg_s;
	assign co = reg_co;
endmodule
module cla4(a, b, ci, s, co);
	input [3:0] a, b;
	input ci;
	output [3:0] s;
	output co;
	wire [2:0] c;
	fa_v2 U0_fa_v2(.a(a[0]), .b(b[0]), .ci(ci), .s(s[0]));
	fa_v2 U1_fa_v2(.a(a[1]), .b(b[1]), .ci(c[0]), .s(s[1]));
	fa_v2 U2_fa_v2(.a(a[2]), .b(b[2]), .ci(c[1]), .s(s[2]));
	fa_v2 U3_fa_v2(.a(a[3]), .b(b[3]), .ci(c[2]), .s(s[3]));
	clb4 U4_clb4(.a(a), .b(b), .ci(ci), .c1(c[0]), .c2(c[1]), .c3(c[2]), .co(co));
endmodule 
module clb4(a, b, ci, c1, c2, c3, co);
	input [3:0] a, b;
	input ci;
	output c1, c2, c3, co;
	wire [3:0] g, p;
	wire w0_c1;
	wire w0_c2, w1_c2;
	wire w0_c3, w1_c3, w2_c3;
	wire w0_co, w1_co, w2_co, w3_co;
	_and2 U0_and2(.a(a[0]), .b(b[0]), .y(g[0]));
	_and2 U1_and2(.a(a[1]), .b(b[1]), .y(g[1]));
	_and2 U2_and2(.a(a[2]), .b(b[2]), .y(g[2]));
	_and2 U3_and2(.a(a[3]), .b(b[3]), .y(g[3]));
	_or2 U4_or2(.a(a[0]), .b(b[0]), .y(p[0]));
	_or2 U5_or2(.a(a[1]), .b(b[1]), .y(p[1]));
	_or2 U6_or2(.a(a[2]), .b(b[2]), .y(p[2]));
	_or2 U7_or2(.a(a[3]), .b(b[3]), .y(p[3]));
	_and2 U8_and2(.a(p[0]), .b(ci), .y(w0_c1));
	_or2 U9_or2(.a(w0_c1), .b(g[0]), .y(c1));
	_and2 U10_and2(.a(p[1]), .b(g[0]), .y(w0_c2));
	_and3 U11_and3(.a(p[0]), .b(p[1]), .c(ci), .y(w1_c2));
	_or3 U12_or3(.a(g[1]), .b(w0_c2), .c(w1_c2), .y(c2));
	_and2 U13_and2(.a(p[2]), .b(g[1]), .y(w0_c3));
	_and3 U14_and3(.a(p[1]), .b(p[2]), .c(g[0]), .y(w1_c3));
	_and4 U15_and4(.a(p[0]), .b(p[1]), .c(p[2]), .d(ci), .y(w2_c3));
	_or4 U16_or4(.a(g[2]), .b(w0_c3), .c(w1_c3), .d(w2_c3), .y(c3));
	_and2 U17_and2(.a(p[3]), .b(g[2]), .y(w0_co));
	_and3 U18_and3(.a(p[2]), .b(p[3]), .c(g[1]), .y(w1_co));
	_and4 U19_and4(.a(p[1]), .b(p[2]), .c(p[3]), .d(g[0]), .y(w2_co));
	_and5 U20_and5(.a(p[0]), .b(p[1]), .c(p[2]), .d(p[3]), .e(ci), .y(w3_co));
	_or5 U21_or5(.a(g[3]), .b(w0_co), .c(w1_co), .d(w2_co), .e(w3_co), .y(co));
endmodule
module fa_v2(a, b, ci, s);
	input a, b, ci;
	output s;
	wire w0;
	_xor2 U0_xor2(.a(a), .b(b), .y(w0));
	_xor2 U1_xor2(.a(w0), .b(ci), .y(s));
endmodule
module _inv(a,y);
	input a;
	output y;
	assign y=~a;
endmodule
module _nand2(a,b,y);
	input a,b;
	output y;
	assign y=~(a&b);
endmodule
module _and2(a,b,y);
	input a,b;
	output y;
	assign y=a&b;
endmodule
module _or2(a,b,y);
	input a,b;
	output y;
	assign y=a|b;
endmodule
module _xor2(a,b,y);
	input a, b;
	output y;
	wire inv_a, inv_b;
	wire w0, w1;
	_inv U0_inv(.a(a), .y(inv_a));
	_inv U1_inv(.a(b), .y(inv_b));
	_and2 U2_and2(.a(inv_a), .b(b), .y(w0));
	_and2 U3_and2(.a(a),.b(inv_b), .y(w1));
	_or2 U4_or2(.a(w0), .b(w1),.y(y));
endmodule
module _and3(a,b,c,y);
	input a,b,c;
	output y;
	assign y=a&b&c;
endmodule
module _and4(a,b,c,d,y);
	input a,b,c,d;
	output y;
	assign y=a&b&c&d;
endmodule
module _and5(a,b,c,d,e,y);
	input a,b,c,d,e;
	output y;
	assign y=a&b&c&d&e;
endmodule
module _or3(a,b,c,y);
	input a,b,c;
	output y;
	assign y=a|b|c;
endmodule
module _or4(a,b,c,d,y);
	input a,b,c,d;
	output y;
	assign y=a|b|c|d;
endmodule
module _or5(a,b,c,d,e,y);
	input a,b,c,d,e;
	output y;
	assign y=a|b|c|d|e;
endmodule
module _inv_4bits(a,y);
	input [3:0] a;
	output [3:0] y;
	assign y=~a;
endmodule
module _and2_4bits(a,b,y);
	input [3:0] a,b;
	output [3:0] y;
	assign y=a&b;
endmodule
module _or2_4bits(a,b,y);
	input [3:0] a,b;
	output [3:0] y;
	assign y=a|b;
endmodule
module _xor2_4bits(a,b,y);
	input [3:0] a,b;
	output [3:0] y;
	_xor2 U0_xor2(.a(a[0]), .b(b[0]), .y(y[0]));
	_xor2 U1_xor2(.a(a[1]), .b(b[1]), .y(y[1]));
	_xor2 U2_xor2(.a(a[2]), .b(b[2]), .y(y[2]));
	_xor2 U3_xor2(.a(a[3]), .b(b[3]), .y(y[3]));
endmodule
module _xnor2_4bits(a,b,y);
	input [3:0] a,b;
	output [3:0] y;
	wire [3:0] w0;
	_xor2_4bits U0_xor2_4bits(.a(a), .b(b), .y(w0));
	_inv_4bits U1_inv_4bits(.a(w0), .y(y));
endmodule
module _inv_32bits(a,y);
	input [31:0] a;
	output [31:0] y;
	assign y=~a;
endmodule
module _and2_32bits(a,b,y);
	input [31:0] a,b;
	output [31:0] y;
	assign y=a&b;
endmodule
module _or2_32bits(a,b,y);
	input [31:0] a,b;
	output [31:0] y;
	assign y=a|b;
endmodule
module _xor2_32bits(a, b, y);
	input [31:0] a, b;
	output [31:0] y;
	_xor2_4bits U0_xor2_4bits(.a(a[3:0]), .b(b[3:0]), .y(y[3:0]));
	_xor2_4bits U1_xor2_4bits(.a(a[7:4]), .b(b[7:4]), .y(y[7:4]));
	_xor2_4bits U2_xor2_4bits(.a(a[11:8]), .b(b[11:8]), .y(y[11:8]));
	_xor2_4bits U3_xor2_4bits(.a(a[15:12]), .b(b[15:12]), .y(y[15:12]));
	_xor2_4bits U4_xor2_4bits(.a(a[19:16]), .b(b[19:16]), .y(y[19:16]));
	_xor2_4bits U5_xor2_4bits(.a(a[23:20]), .b(b[23:20]), .y(y[23:20]));
	_xor2_4bits U6_xor2_4bits(.a(a[27:24]), .b(b[27:24]), .y(y[27:24]));
	_xor2_4bits U7_xor2_4bits(.a(a[31:28]), .b(b[31:28]), .y(y[31:28]));
endmodule
module _xnor2_32bits(a, b, y);
	input [31:0] a, b;
	output [31:0] y;
	_xnor2_4bits U0_xnor2_4bits(.a(a[3:0]), .b(b[3:0]), .y(y[3:0]));
	_xnor2_4bits U1_xnor2_4bits(.a(a[7:4]), .b(b[7:4]), .y(y[7:4]));
	_xnor2_4bits U2_xnor2_4bits(.a(a[11:8]), .b(b[11:8]), .y(y[11:8]));
	_xnor2_4bits U3_xnor2_4bits(.a(a[15:12]), .b(b[15:12]), .y(y[15:12]));
	_xnor2_4bits U4_xnor2_4bits(.a(a[19:16]), .b(b[19:16]), .y(y[19:16]));
	_xnor2_4bits U5_xnor2_4bits(.a(a[23:20]), .b(b[23:20]), .y(y[23:20]));
	_xnor2_4bits U6_xnor2_4bits(.a(a[27:24]), .b(b[27:24]), .y(y[27:24]));
	_xnor2_4bits U7_xnor2_4bits(.a(a[31:28]), .b(b[31:28]), .y(y[31:28]));
endmodule
==> flow/run.sh <==
#!/bin/bash
# OpenROAD 26Q1-2900-gdf79404cd8, Yosys 0.63+post, stock flow scripts
make -C /OpenROAD-flow-scripts/flow DESIGN_CONFIG=/design/flow/config.mk WORK_HOME=/design/flow/orfs finish
==> flow/config.mk <==
export PLATFORM = sky130hd
export DESIGN_NAME = cla_clk
export DESIGN_NICKNAME = cla_clk
export VERILOG_FILES = /design/flow/design.v
export SDC_FILE = /design/flow/constraint.sdc
export NUM_CORES = 4
export LEC_CHECK = 1
export CORE_UTILIZATION = 30
==> flow/constraint.sdc <==
current_design cla_clk

set clk_period 7.9
set clk_io_pct 0.2

create_clock -name clk0 -period $clk_period [get_ports {clk}]

set non_clock_inputs [all_inputs -no_clocks]
set_input_delay [expr $clk_period * $clk_io_pct] -clock clk0 $non_clock_inputs
set_output_delay [expr $clk_period * $clk_io_pct] -clock clk0 [all_outputs]
==> flow_metrics.tcl <==
# collected from the flow reports
set metrics [dict create \
    finClkSkew_ps 6.37 \
    ios 99 \
    ff_type "dfxtp_1" \
    path_cells "inv_1, ha_1, or4_1, or4_1, a21oi_2, o31ai_2, o2111ai_1, a31oi_1, fa_1, xnor2_1" \
    cts.root.buffer_cell "clkbuf_16" \
    synth_cells 383 \
    cts_tree "built" \
    pre_cts_slack_ps 4830 \
    grt_pass1_vias 2646 \
    period_used_pct 39.2 \
    status "finished clean" \
    edf_count 0 \
    max-cap-violations 0 \
    setup_ws_ps 4810 \
    hold_viol_final 0 \
    syn_area_per_cell_um2 10.7 \
    die_height_um 119 \
    synth.distinct_cells 39 \
    clk_pin_slew_ps 70 \
    switchingPower_uw 279 \
    sw_frac_of_total_pct 22.9 \
    top_area_cell "dfxtp_1" \
    cts.sinks 98 \
    common_cells "98 x dfxtp_1, 98 x inv_1, 64 x ha_1" \
    fin_total_pwr_mw 1.22 \
    drtAntennaViolNets 0 \
    vdd_drop_max_mv 0.176 \
    max_slew_margin_pct 62.4 \
    die_w_um 119 \
    cts_max_level 3 \
    critPathMaxFanout 5 \
    netlist.area_leader.share_pct 47.8 \
    grt_usage_pct 10.6 \
    pwr-share-clk_pct 35.7 \
    final_core_util_pct 42.2 \
    cts_buffer_depth 2 \
    p_leak_nw 2.65 \
    intPower_uw 939 \
    r2r_slack_ps 4810 \
    numSynthFlops 98 \
    worstMarginPinSlew_ps 560 \
    pwr-share-comb_pct 17.4 \
    power_density_nw_per_um2 217 \
    period_needed_ps 3090 \
    wl_mm 6.93 \
    fin_area_um2 5610 \
    chip_area_um2 14200 \
    wl_per_cell_um 10.3 \
    grt_max_degree 18 \
    r2r_cells 10 \
    finalSetupViolCount 0 \
    row_count 42 \
    hp-class "register to register" \
    syn2layout_area_growth_pct 36.6 \
    cts_resized 0 \
    start_kind "register" \
    antenna_found_initial 0 \
    grt_pass1_wl_mm 11.5 \
    yosys_cells 383 \
    ys_seq_share_pct 47.8 \
    max_stage_delay_ps 550 \
    worstHoldEndpoint "reg_s[0]" \
    worstHoldStart "reg_ci" \
    initCoreUtil_pct 30.9 \
    yosysWarnings 1 \
    yosysChipArea_um2 4100 \
    path_class "register to register" \
    dr.pass1.iters 4 \
    drc 0 \
    place_inst 657 \
    max_freq_mhz 323 \
    place_hpwl_mm 5.59 \
    post_cts_buffers 0 \
    drv_slew 0 \
    holdBufCountCts 0 \
    whs_path_depth 1 \
    drive_gt1_share_pct 5.03 \
    crit_path_end_kind "register" \
    io_buffers 98 \
    synthesis.area_um2 4100 \
    placedInstanceArea_um2 5310 \
    whs_ps 557 \
    core_um2 13300 \
    worstPathRequired_ps 8140 \
    critPathSlowestCell "or4_1" \
    topCellsByArea "dfxtp_1 48%, ha_1 20%, inv_1 9.0%" \
    async_reset_ff_share_pct 0 \
    gp_congestion 0.832 \
    power_frac_seq_pct 46.9 \
    setup-tns-final_ps 0 \
    fin_cells 673 \
    cp_data_arrival_time_ps 3340 \
    grt_overflow 0 \
    drtIter0Drc 66 \
    r2r_start "reg_a[8]" \
    cts-buffers-inserted 9 \
    grt_setup_unrepaired "no" \
    cp_common_cell "or4_1" \
    fillers 1229 \
    num_vias 2620 \
    routed_via_density 3.89 \
    clk_latency_ps 350 \
    reg2reg_to "reg_s[21]" \
    log.warning_count 65 \
    diodes 0 \
]
power by group through the flow:
| stage | clock network (mW) | registers, mW | logic [mW] |
|---|---|---|---|
| 4_1_cts | 0.453 | 0.572 | 0.218 |
| 5_1_grt | 0.469 | 0.578 | 0.240 |
| 6_report | 0.435 | 0.571 | 0.212 |
sequential cells by signal (all words and copies together), names as in the netlist:
signal and count:
reg_a 32, reg_b 32, reg_s 32, reg_ci 1, reg_co 1
placed cells by master (no fill, tap or decap), types with 8 or more instances in the layout:
| master | instances |
|---|---|
| dfxtp_1 | 98 |
| a21oi_1 | 15 |
| clkdlybuf4s50_1 | 98 |
| nor2_1 | 14 |
| xnor2_1 | 12 |
| fa_1 | 8 |
| inv_1 | 98 |
| clkbuf_16 | 9 |
| ha_1 | 64 |
| xor2_1 | 12 |
worst max-delay path: cells and delay by family, from the launching register on:
kind / cells / cell delay, ps
AND-OR/OR-AND: 4 / 760
XOR/XNOR: 1 / 130
adder cells (fa/ha/maj): 2 / 630
buffers and inverters: 1 / 80
flip-flops: 1 / 340
AND/OR/NAND/NOR: 2 / 1050
cell type report:
| cell class | instances | area, um2 | area share, % |
|---|---|---|---|
| tap | 176 | 220 | 3.93 |
| inverter | 98 | 368 | 6.56 |
| clock inverter | 7 | 76.3 | 1.36 |
| sequential | 98 | 1960 | 35.0 |
| clock buffer | 9 | 225 | 4.02 |
| timing repair buffer | 98 | 981 | 17.5 |
| multi-input combinational | 187 | 1770 | 31.6 |
per-layer routing:
layer	track usage [%]	part of all wire (%)	up-vias	wire, um
met4	1.74	2.2	0	153
met3	4.99	11	10	733
li1	-	-	1400	-
met2	17.8	46	69	3210
met5	0	0	-	0
met1	12.5	41	1141	2830
cell families (layout without fill, tap and decap cells):
logic type                 count (synthesis)  count (layout)  synth area share [%]
DFF                                       98              98                  47.8
xor gates and xnor gates                  24              24                  5.12
and+or+nand+nor                           39              39                  4.88
buffers and inverters                     98             212                  8.96
adders and majority gates                 72              72                  23.4
AOI/OAI and AO/OA                         52              52                  9.82
worst max path at each step:
stage	startpoint	to	slack (ps)
after CTS	reg_a[8]	reg_s[21]	4790
after global routing	reg_a[8]	reg_s[21]	4560
final	reg_a[8]	reg_s[21]	4810
Power and IR drop assume default switching activity.
