**./run.sh**
```bash
#!/bin/bash
# OpenROAD 26Q1-2900-gdf79404cd8, Yosys 0.63+post, stock flow scripts
make -C /OpenROAD-flow-scripts/flow DESIGN_CONFIG=/design/flow/config.mk WORK_HOME=/design/flow/orfs finish
```
**./config.mk**
```make
export PLATFORM = sky130hd
export DESIGN_NAME = alu32
export DESIGN_NICKNAME = alu32
export VERILOG_FILES = /design/flow/design.v
export SDC_FILE = /design/flow/constraint.sdc
export NUM_CORES = 4
export LEC_CHECK = 1
export CORE_UTILIZATION = 50
```
**./constraint.sdc**
```tcl
current_design alu32

set clk_period 13.0
set clk_io_pct 0.2

create_clock -name clk0 -period $clk_period

set non_clock_inputs [all_inputs -no_clocks]
set_input_delay [expr $clk_period * $clk_io_pct] -clock clk0 $non_clock_inputs
set_output_delay [expr $clk_period * $clk_io_pct] -clock clk0 [all_outputs]
```
**./design.v**
```verilog
module alu32(a, b, op, result, c, n, z, v);
	input [31:0] a, b;
	input [2:0] op;
	output [31:0] result;
	output c, n, z, v;
	wire [31:0] w_add_b;
	wire [31:0] w_not_a,w_not_b, w_and, w_or, w_xor, w_xnor, w_add;
	wire co_prev, co_add;
	_inv_32bits U0_inv_32bits (.a(a), .y(w_not_a));
	_inv_32bits U1_inv_32bits (.a(b), .y(w_not_b));
	_and2_32bits U2_and2_32bits (.a(a), .b(b), .y(w_and));
	_or2_32bits U3_or2_32bits (.a(a), .b(b), .y(w_or));
	_xor2_32bits U4_xor2_32bits (.a(a), .b(b), .y(w_xor));
	_xnor2_32bits U5_xnor2_32bits (.a(a), .b(b), .y(w_xnor));
	mx2_32bits U6_mux_b (.d0(b), .d1(w_not_b), .s(op[0]), .y(w_add_b));
	cla32_ov U7_adder (.a(a), .b(w_add_b), .ci(op[0]), .s(w_add), .
		co_prev(co_prev), .co(co_add));
	mx8_32bits U7_mx8_32bits (.a(w_not_a), .b(w_not_b), .c(w_and), .d(w_or), .e(w_xor), 
		.f(w_xnor), .g(w_add), .h(w_add), .s2(op[2]), .s1(op[1]), .s0(op[0]), .y(result));
	cal_flags32 U8_cal_flags32 (.op(op), .result(result), .co_add(co_add),
		.co_prev_add(co_prev), .c(c), .n(n), .z(z), .v(v));
endmodule
module cal_flags32(op, result, co_add, co_prev_add, c, n, z, v);
	input [2:0] op;
	input [31:0] result;
	input co_add, co_prev_add;
	output c, n, z, v;
	assign c = (op[2:1] != 2'b11) ? 1'b0 : co_add;
	assign n = result[31];
	assign z = (result == 32'b0) ? 1'b1 : 1'b0;
	assign v = (op[2:1] != 2'b11) ? 1'b0 : co_add ^ co_prev_add;
endmodule
module cla32_ov(a, b, ci, s, co_prev, co);
	input [31:0] a, b;
	input ci;
	output [31:0] s;
	output co_prev;
	output co;
	wire c1, c2, c3, c4, c5, c6, c7;
	cla4 U0_cla4 (.a(a[3:0]), .b(b[3:0]), .ci(ci), .s(s[3:0]), .co(c1));
	cla4 U1_cla4 (.a(a[7:4]), .b(b[7:4]), .ci(c1), .s(s[7:4]), .co(c2));
	cla4 U2_cla4 (.a(a[11:8]), .b(b[11:8]), .ci(c2), .s(s[11:8]), .co(c3));
	cla4 U3_cla4 (.a(a[15:12]), .b(b[15:12]), .ci(c3), .s(s[15:12]), .co(c4));
	cla4 U4_cla4 (.a(a[19:16]), .b(b[19:16]), .ci(c4), .s(s[19:16]), .co(c5));
	cla4 U5_cla4 (.a(a[23:20]), .b(b[23:20]), .ci(c5), .s(s[23:20]), .co(c6));
	cla4 U6_cla4 (.a(a[27:24]), .b(b[27:24]), .ci(c6), .s(s[27:24]), .co(c7));
	cla4_ov U7_cla4_ov (.a(a[31:28]), .b(b[31:28]), .ci(c7), .s(s[31:28]), .c3(co_prev), .co(co));
endmodule
module mx2_32bits(d0, d1, s, y);
	input [31:0] d0, d1;
	input s;
	output [31:0] y;
	assign y=(s==0)?d0:d1;
endmodule
module mx8_32bits(a, b, c, d, e, f, g, h, s2, s1, s0, y);
	input [31:0] a, b, c, d, e, f, g, h;
	input s2, s1, s0;
	output [31:0] y;
	wire [31:0] w0, w1, w2, w3, w4, w5;
	mx2_32bits U0_mx2_32bits(.d0(a), .d1(b), .s(s0), .y(w0));
	mx2_32bits U1_mx2_32bits(.d0(c), .d1(d), .s(s0),.y(w1));
	mx2_32bits U2_mx2_32bits(.d0(e), .d1(f), .s(s0), .y(w2));
	mx2_32bits U3_mx2_32bits(.d0(g), .d1(h), .s(s0),.y(w3));
	mx2_32bits U4_mx2_32bits(.d0(w0), .d1(w1), .s(s1),.y(w4));
	mx2_32bits U5_mx2_32bits(.d0(w2), .d1(w3), .s(s1),.y(w5));
	mx2_32bits U6_mx2_32bits(.d0(w4), .d1(w5), .s(s2),.y(y));
endmodule
module cla4_ov(a, b, ci, s, c3, co);
	input [3:0] a, b;
	input ci;
	output [3:0] s;
	output c3, co;
	wire c1, c2;
	fa_v2 U0_fa (.a(a[0]),.b(b[0]),.ci(ci),.s(s[0]));
	fa_v2 U1_fa (.a(a[1]),.b(b[1]),.ci(c1),.s(s[1]));
	fa_v2 U2_fa (.a(a[2]),.b(b[2]),.ci(c2),.s(s[2]));
	fa_v2 U3_fa (.a(a[3]),.b(b[3]),.ci(c3),.s(s[3]));
	clb4 U4_clb4(.a(a), .b(b), .ci(ci), .c1(c1), .c2(c2), .c3(c3), .co(co));
endmodule
module cla4(a, b, ci, s, co);
	input [3:0] a, b;
	input ci;
	output [3:0] s;
	output co;
	wire [2:0] c;
	fa_v2 U0_fa_v2(.a(a[0]), .b(b[0]), .ci(ci), .s(s[0]));
	fa_v2 U1_fa_v2(.a(a[1]), .b(b[1]), .ci(c[0]), .s(s[1]));
	fa_v2 U2_fa_v2(.a(a[2]), .b(b[2]), .ci(c[1]), .s(s[2]));
	fa_v2 U3_fa_v2(.a(a[3]), .b(b[3]), .ci(c[2]), .s(s[3]));
	clb4 U4_clb4(.a(a), .b(b), .ci(ci), .c1(c[0]), .c2(c[1]), .c3(c[2]), .co(co));
endmodule 
module clb4(a, b, ci, c1, c2, c3, co);
	input [3:0] a, b;
	input ci;
	output c1, c2, c3, co;
	wire [3:0] g, p;
	wire w0_c1;
	wire w0_c2, w1_c2;
	wire w0_c3, w1_c3, w2_c3;
	wire w0_co, w1_co, w2_co, w3_co;
	_and2 U0_and2(.a(a[0]), .b(b[0]), .y(g[0]));
	_and2 U1_and2(.a(a[1]), .b(b[1]), .y(g[1]));
	_and2 U2_and2(.a(a[2]), .b(b[2]), .y(g[2]));
	_and2 U3_and2(.a(a[3]), .b(b[3]), .y(g[3]));
	_or2 U4_or2(.a(a[0]), .b(b[0]), .y(p[0]));
	_or2 U5_or2(.a(a[1]), .b(b[1]), .y(p[1]));
	_or2 U6_or2(.a(a[2]), .b(b[2]), .y(p[2]));
	_or2 U7_or2(.a(a[3]), .b(b[3]), .y(p[3]));
	_and2 U8_and2(.a(p[0]), .b(ci), .y(w0_c1));
	_or2 U9_or2(.a(w0_c1), .b(g[0]), .y(c1));
	_and2 U10_and2(.a(p[1]), .b(g[0]), .y(w0_c2));
	_and3 U11_and3(.a(p[0]), .b(p[1]), .c(ci), .y(w1_c2));
	_or3 U12_or3(.a(g[1]), .b(w0_c2), .c(w1_c2), .y(c2));
	_and2 U13_and2(.a(p[2]), .b(g[1]), .y(w0_c3));
	_and3 U14_and3(.a(p[1]), .b(p[2]), .c(g[0]), .y(w1_c3));
	_and4 U15_and4(.a(p[0]), .b(p[1]), .c(p[2]), .d(ci), .y(w2_c3));
	_or4 U16_or4(.a(g[2]), .b(w0_c3), .c(w1_c3), .d(w2_c3), .y(c3));
	_and2 U17_and2(.a(p[3]), .b(g[2]), .y(w0_co));
	_and3 U18_and3(.a(p[2]), .b(p[3]), .c(g[1]), .y(w1_co));
	_and4 U19_and4(.a(p[1]), .b(p[2]), .c(p[3]), .d(g[0]), .y(w2_co));
	_and5 U20_and5(.a(p[0]), .b(p[1]), .c(p[2]), .d(p[3]), .e(ci), .y(w3_co));
	_or5 U21_or5(.a(g[3]), .b(w0_co), .c(w1_co), .d(w2_co), .e(w3_co), .y(co));
endmodule
module fa_v2(a, b, ci, s);
	input a, b, ci;
	output s;
	wire w0;
	_xor2 U0_xor2(.a(a), .b(b), .y(w0));
	_xor2 U1_xor2(.a(w0), .b(ci), .y(s));
endmodule
module _inv(a,y);
	input a;
	output y;
	assign y=~a;
endmodule
module _nand2(a,b,y);
	input a,b;
	output y;
	assign y=~(a&b);
endmodule
module _and2(a,b,y);
	input a,b;
	output y;
	assign y=a&b;
endmodule
module _or2(a,b,y);
	input a,b;
	output y;
	assign y=a|b;
endmodule
module _xor2(a,b,y);
	input a, b;
	output y;
	wire inv_a, inv_b;
	wire w0, w1;
	_inv U0_inv(.a(a), .y(inv_a));
	_inv U1_inv(.a(b), .y(inv_b));
	_and2 U2_and2(.a(inv_a), .b(b), .y(w0));
	_and2 U3_and2(.a(a),.b(inv_b), .y(w1));
	_or2 U4_or2(.a(w0), .b(w1),.y(y));
endmodule
module _and3(a,b,c,y);
	input a,b,c;
	output y;
	assign y=a&b&c;
endmodule
module _and4(a,b,c,d,y);
	input a,b,c,d;
	output y;
	assign y=a&b&c&d;
endmodule
module _and5(a,b,c,d,e,y);
	input a,b,c,d,e;
	output y;
	assign y=a&b&c&d&e;
endmodule
module _or3(a,b,c,y);
	input a,b,c;
	output y;
	assign y=a|b|c;
endmodule
module _or4(a,b,c,d,y);
	input a,b,c,d;
	output y;
	assign y=a|b|c|d;
endmodule
module _or5(a,b,c,d,e,y);
	input a,b,c,d,e;
	output y;
	assign y=a|b|c|d|e;
endmodule
module _inv_4bits(a,y);
	input [3:0] a;
	output [3:0] y;
	assign y=~a;
endmodule
module _and2_4bits(a,b,y);
	input [3:0] a,b;
	output [3:0] y;
	assign y=a&b;
endmodule
module _or2_4bits(a,b,y);
	input [3:0] a,b;
	output [3:0] y;
	assign y=a|b;
endmodule
module _xor2_4bits(a,b,y);
	input [3:0] a,b;
	output [3:0] y;
	_xor2 U0_xor2(.a(a[0]), .b(b[0]), .y(y[0]));
	_xor2 U1_xor2(.a(a[1]), .b(b[1]), .y(y[1]));
	_xor2 U2_xor2(.a(a[2]), .b(b[2]), .y(y[2]));
	_xor2 U3_xor2(.a(a[3]), .b(b[3]), .y(y[3]));
endmodule
module _xnor2_4bits(a,b,y);
	input [3:0] a,b;
	output [3:0] y;
	wire [3:0] w0;
	_xor2_4bits U0_xor2_4bits(.a(a), .b(b), .y(w0));
	_inv_4bits U1_inv_4bits(.a(w0), .y(y));
endmodule
module _inv_32bits(a,y);
	input [31:0] a;
	output [31:0] y;
	assign y=~a;
endmodule
module _and2_32bits(a,b,y);
	input [31:0] a,b;
	output [31:0] y;
	assign y=a&b;
endmodule
module _or2_32bits(a,b,y);
	input [31:0] a,b;
	output [31:0] y;
	assign y=a|b;
endmodule
module _xor2_32bits(a, b, y);
	input [31:0] a, b;
	output [31:0] y;
	_xor2_4bits U0_xor2_4bits(.a(a[3:0]), .b(b[3:0]), .y(y[3:0]));
	_xor2_4bits U1_xor2_4bits(.a(a[7:4]), .b(b[7:4]), .y(y[7:4]));
	_xor2_4bits U2_xor2_4bits(.a(a[11:8]), .b(b[11:8]), .y(y[11:8]));
	_xor2_4bits U3_xor2_4bits(.a(a[15:12]), .b(b[15:12]), .y(y[15:12]));
	_xor2_4bits U4_xor2_4bits(.a(a[19:16]), .b(b[19:16]), .y(y[19:16]));
	_xor2_4bits U5_xor2_4bits(.a(a[23:20]), .b(b[23:20]), .y(y[23:20]));
	_xor2_4bits U6_xor2_4bits(.a(a[27:24]), .b(b[27:24]), .y(y[27:24]));
	_xor2_4bits U7_xor2_4bits(.a(a[31:28]), .b(b[31:28]), .y(y[31:28]));
endmodule
module _xnor2_32bits(a, b, y);
	input [31:0] a, b;
	output [31:0] y;
	_xnor2_4bits U0_xnor2_4bits(.a(a[3:0]), .b(b[3:0]), .y(y[3:0]));
	_xnor2_4bits U1_xnor2_4bits(.a(a[7:4]), .b(b[7:4]), .y(y[7:4]));
	_xnor2_4bits U2_xnor2_4bits(.a(a[11:8]), .b(b[11:8]), .y(y[11:8]));
	_xnor2_4bits U3_xnor2_4bits(.a(a[15:12]), .b(b[15:12]), .y(y[15:12]));
	_xnor2_4bits U4_xnor2_4bits(.a(a[19:16]), .b(b[19:16]), .y(y[19:16]));
	_xnor2_4bits U5_xnor2_4bits(.a(a[23:20]), .b(b[23:20]), .y(y[23:20]));
	_xnor2_4bits U6_xnor2_4bits(.a(a[27:24]), .b(b[27:24]), .y(y[27:24]));
	_xnor2_4bits U7_xnor2_4bits(.a(a[31:28]), .b(b[31:28]), .y(y[31:28]));
endmodule
```
==> run_results.csv <==
group,metric,value,unit
setup_path,worstSetupEndpointType,"output port",
power,p_per_area,45.8,nW/um^2
setup_path,cp_max_fo,38,
final_timing,max_freq,0.0880,GHz
floorplanning,core_region_area,10500,um^2
min_path,min_path_type,"input pin to output port",
final_timing,period_used_share,0.875,
detailed_routing,num_vias,5067,
global_routing,grt_most_used_layer,"met2",
floorplanning,rows,37,
synth,post_synth.cell_area_avg,7.56,um^2
floorplanning,fp.dieW,107,um
floorplanning,initCoreUtil,0.523,
setup_path,path_class,"input pin to output port",
floorplanning,ioPinCount,103,
global_routing,grt_pass1_wl,22700,um
synth,syn_inst,727,
final_timing,setup_violations,0,
synth,simple_gate_share,0.139,
power,ir_worst_vdd,0.0230,mV
global_routing,grt_antenna_before_repair,0,
final_timing,max_slew_margin,0.456,
synth,top_logic_kind,"adder cells",
synth,synth-cells-yosys,727,
power,p_switching,152,uW
global_routing,use_met3,0.00496,
synth,adder_share,0.317,
synth,synth_cell_types,76,
synth,post_synth_instance_area,5500,um^2
setup_path,worstPathRequired,10400,ps
cells_and_area,final.fill_count,917,
detailed_routing,routed_wl,14100,um
global_routing,use_met2,0.460,
placement,gp_routability_congestion,0.918,
setup_path,worst_setup_path_startpoint,"op[0]",
final_timing,tightest_slew,816,ps
final_timing,fin_tns_setup,0,ps
status,status,"finished clean",
synth,ys_warn_count,0,
cells_and_area,layout_top_cell,"inv_1",
power,power_frac_clock,0,
cells_and_area,final_layout_size_suffix_gt1_frac,0.0549,
final_timing,maxSlewViolCount,0,
cells_and_area,layout_top_cells,"inv_1, ha_1, clkdlybuf4s50_1, nor2_1, xor2_1",
power,p_leak,0.00316,uW
global_routing,use_met1,0.353,
run,max-cap-violations,0,
synth,xor_share,0.121,
global_routing,grt_pass1_vias,4626,
synth,ys_chip_area,5500,um^2
detailed_routing,antenna_cells,0,
cts,ctsHoldBuffers,0,
cells_and_area,clockBufferCount,0,
cells_and_area,ff_count,0,
synth,yosysSeqAreaShare,0,
final_timing,finalHoldViolations,0,
cts,post-cts-setup-buffer-count,0,
synth,muxShareOfSynthArea,0.0854,
global_routing,overflow,0,
placement,dp_hpwl,11100,um
power,pwr-share-comb,1.000,
final_timing,rsz0062_at_grt,"no",
setup_path,startpoint_type,"input pin",
cells_and_area,syn2layout_area_growth,19.4,%
cts,post_cts_resize_count,0,
global_routing,grt_max_degree,74,
power,p_int,148,uW
power,pwr-share-seq,0,
floorplanning,die_y,107,um
detailed_routing,wl_per_cell,15.0,um
global_routing,grt_usage,0.253,
detailed_routing,post-route-drc-count,0,
detailed_routing,via_per_inst,5.41,
placement,io_buffers,103,
final_timing,period_needed,11370,ps
power,switching_share,0.507,
floorplanning,chipArea,11400,um^2
cells_and_area,regArea,0,um^2
cells_and_area,logic_area,4830,um^2
detailed_routing,dr.pass1.iters,4,
setup_path,critPathArrivalTime,8770,ps
min_path,min-delay-start,"op[1]",
synth,ys_sh_aoi,0.217,
detailed_routing,antenna_left,0,
final_timing,fin_hold_ws,6090,ps
run,warning_count,104,
detailed_routing,drt_iter0_drc,215,
through the flow:
| step | std cells | total power (uW) | setup WS [ps] | utilization | area, um^2 |
|---|---|---|---|---|---|
| after global routing | 937 | 336 | 1170 | 0.624 | 6560 |
| final | 937 | 300 | 1630 | 0.624 | 6560 |
| after global placement | 937 | 298 | 1720 | 0.624 | 6560 |
| after floorplan | 727 | 194 | 1590 | - | 5500 |
| after CTS | 937 | 303 | 1630 | 0.624 | 6560 |
| after detailed placement | 937 | 300 | 1660 | 0.624 | 6560 |
cell usage after synthesis (6+ instances only):
cell	instances	area, um^2
inv_1	131	492
ha_1	128	1600
nor2_1	51	191
xor2_1	50	438
nand2_1	44	165
a21oi_1	35	175
o21ai_0	34	170
xnor2_1	26	228
mux2i_1	16	160
o211ai_1	16	120
clkbuf_1	13	48.8
nor3_1	12	60.1
buf_2	11	55.1
mux4_2	11	248
a211oi_1	10	75.1
o22ai_1	10	62.6
o221ai_1	9	78.8
nor2b_1	8	50.1
fa_1	7	140
a21o_1	6	45.0
power groups by stage:
stage	Combinational, uW	Clock, uW	Sequential [uW]
6_report	300	0	0
5_1_grt	336	0	0
4_1_cts	303	0	0
per-layer routing:
layer | up-vias | wire [um]
met5 | - | 0
met4 | 0 | 100
met3 | 6 | 654
met2 | 110 | 6810
met1 | 2315 | 6540
li1 | 2636 | -
critical path: stages:
cell	delay [ps]
buf_4	460
buf_4	490
xor2_1	230
inv_1	60
ha_1	220
or3_2	510
a2111oi_4	490
o31ai_2	200
a21boi_2	340
o21ai_0	140
a21oi_1	160
nor2_1	60
fa_1	470
nand2_1	50
o211ai_1	130
o221ai_1	170
nor4_1	290
nand3_1	110
nor4_1	350
nor4b_4	330
nand4b_1	160
nor4_2	220
clkdlybuf4s50_1	500
cell type report:
cell class | count | area share
inverters | 132 | 0.0755
multi-input cells | 561 | 0.736
well taps | 136 | 0.0259
repair buffers | 108 | 0.162
final timing paths:
| path | to | slack [ps] | cells after the start |
|---|---|---|---|
| worst max-delay path | z | 1630 | 23 |
| worst min-delay path | result[7] | 6090 | 4 |
logic make-up after synthesis:
family	Yosys count
AOI/OAI and AO/OA	168
xor gates and xnor gates	76
adders and majority gates	135
buffers and inverters	166
muxes	30
and+or+nand+nor	152
Power is estimated from default activity; no workload was simulated.
